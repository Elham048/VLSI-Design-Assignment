--- design/flow/config.mk ---
export PLATFORM = sky130hd
export DESIGN_NAME = ALU
export DESIGN_NICKNAME = ALU
export VERILOG_FILES = /design/flow/design.v
export SDC_FILE = /design/flow/constraint.sdc
export NUM_CORES = 4
export LEC_CHECK = 1
export CORE_AREA = 10 10 81 81
export DIE_AREA = 0 0 91 91
--- design/flow/constraint.sdc ---
current_design ALU

set clk_period 4.7
set clk_io_pct 0.2

create_clock -name clk0 -period $clk_period

set non_clock_inputs [all_inputs -no_clocks]
set_input_delay [expr $clk_period * $clk_io_pct] -clock clk0 $non_clock_inputs
set_output_delay [expr $clk_period * $clk_io_pct] -clock clk0 [all_outputs]
--- design/flow/design.v ---
module ALU
(
    input wire [6:0] A, B,
    input wire [1:0] OP,          
    output reg [6:0] R,
    output wire CF,
    output wire SF,
    output wire ZF
);
    wire [6:0] R_NOT, R_ROR;
    ALU_OP1 NOT1 (.A(A), .R(R_NOT));
    ALU_OP2 ROR1 (.A(A), .B(B[2:0]), .R(R_ROR));
    always @(*) begin
        case (OP)
            2'b00: R = R_NOT;
            2'b01: R = R_ROR;
            default: R = 7'b0000000;
        endcase
    end
    assign CF = (OP == 2'b01) ? A[B % 7] : 1'b0;  
    assign SF = R[6];                            
    assign ZF = ~(|R);                           
endmodule
module ALU_OP1
(
    input wire [6:0] A,
    output wire [6:0] R
);
    assign R = ~A;
endmodule
module ALU_OP2 
(
    input wire [6:0] A,
    input wire [2:0] B,       
    output reg [6:0] R
);
    always @(*) begin
        case (B)
            3'd0: R = A;                                              
            3'd1: R = {A[0], A[6:1]};
            3'd2: R = {A[1:0], A[6:2]};
            3'd3: R = {A[2:0], A[6:3]};
            3'd4: R = {A[3:0], A[6:4]};
            3'd5: R = {A[4:0], A[6:5]};
            3'd6: R = {A[5:0], A[6]};
            3'd7: R = A;   
            default: R = A;
        endcase
    end
endmodule
--- design/flow/run.sh ---
#!/bin/bash
# OpenROAD 26Q1-2900-gdf79404cd8, Yosys 0.63+post, stock flow scripts
make -C /OpenROAD-flow-scripts/flow DESIGN_CONFIG=/design/flow/config.mk WORK_HOME=/design/flow/orfs finish
==> results.py <==
# Generated from Yosys and OpenROAD reports
metrics = {
    "place": {
        "portBuffers": 26,
        "gp_congestion": 0.9065,
        "dp_cells": 372,
        "dp_hpwl_um": 3859,
    },
    "drt": {
        "vias": 2126,
        "wl_per_cell_um": 13.72,
        "first_pass_iters": 4,
        "drtIter0Drc": 110,
        "ant_nets": 0,
        "viasPerCell": 5.451,
        "diodes": 0,
        "routed_wl_um": 5352,
        "post-route-drc-count": 0,
    },
    "grt": {
        "grt_pass1_vias": 1913,
        "grt_max_degree": 36,
        "antenna_found_initial": 0,
        "grt.total_usage": 0.1209,
        "grt-ovfl-total": 0,
        "grt_pass1_wl_um": 8976,
    },
    "final_layout": {
        "register_area_sq_um": 0,
        "final_common_cell": "buf_4",
        "stdcell_count": 390,
        "design.seq.count": 0,
        "clkbuf_count": 0,
        "nFillCells": 460,
        "area_growth_pct": 61.12,
        "mi_logic_area_sq_um": 1508,
        "layout_top_cells": "buf_4, a21oi_1, nor2_1",
        "drive_gt1_frac": 0.4365,
    },
    "logic_synthesis": {
        "syn-cell-area_sq_um": 1564,
        "synth.distinct_cells": 77,
        "synth.avg_cell_area_sq_um": 6.544,
        "synthCells": 239,
        "ys_area_sq_um": 1564,
        "yosysSeqAreaShare": 0,
        "ys_cells": 239,
        "synth_warnings": 2,
    },
    "timing": {
        "worst_pin_slew_ns": 0.4972,
        "period_used_share": 1.039,
        "finalHoldViolations": 0,
        "fin_crit_ns": 4.885,
        "worst_slack_ns": -0.1853,
        "setup_violations": 1,
        "fmax_mhz": 204.7,
        "rsz0062_at_grt": "true",
        "slew-limit-headroom": 0.6651,
        "report.final.slew_viol_count": 0,
    },
    "pwr": {
        "p_per_area_nw_per_um2": 139.1,
        "p_leak_nw": 1.040,
        "power_mw": 0.3504,
        "p_clk_frac": 0,
        "p_switching_mw": 0.1640,
        "ir_worst_vdd_uv": 50.15,
        "combPwrFrac": 1.000,
        "seqPwrFrac": 0,
        "intPower_mw": 0.1864,
        "swShare": 0.4680,
    },
    "hold_path": {
        "worst_hold_path.num_cells": 7,
        "hold_start": "B[1]",
        "hp-class": "input pin to output port",
        "hold_path_end": "CF",
    },
    "die": {
        "row_count": 25,
        "die_w_um": 91,
        "fp.coreArea_sq_um": 4817,
        "dieArea_sq_um": 8281,
        "fp.dieH_um": 91,
        "fp_util": 0.3247,
        "ios": 26,
    },
    "critical_path": {
        "arrival_ns": 3.95,
        "path_class": "input pin to output port",
        "cp.required_ns": 3.76,
        "cp-end-kind": "output port",
        "worstSetupStartpointType": "input pin",
        "cp_max_fo": 7,
    },
    "run_status": {
        "run_status": "finished with violations",
        "violations": "setup timing",
    },
    "job": {
        "tool_warnings": 35,
        "cap_violations": 0,
    },
}
## critical path, cell delays in order
cell and delay [ns]:
buf_6 0.09, and2_4 0.15, ha_4 0.18, nand3_2 0.07, a21oi_2 0.05, o21ai_1 0.13
nand3b_1 0.13, buf_4 0.16, buf_4 0.12, buf_4 0.12, buf_4 0.12, buf_4 0.12
buf_4 0.12, buf_4 0.12, buf_4 0.13, and3_4 0.20, o21ai_2 0.23, nand2_1 0.09
a311o_1 0.37, a21oi_2 0.13, nor4_2 0.06, buf_2 0.11
## routing by layer
layer	global-route usage	routed length (um)	vias up
li1	-	-	1081
met1	0.1839	2688	1000
met2	0.1915	2485	43
met3	0.005809	170	2
met4	0.006527	7	0
met5	0	0	-
## through the flow
stage,hold WS [ns],setup TNS (ns),utilization,worst slack (ns),cell area [sq um]
floorplan,2.013,-0.02025,-,-0.02025,1613
CTS,2.812,-0.1513,0.5171,-0.1513,2491
global placement,2.980,-1.122,0.4779,-0.9271,2302
finish,2.733,-0.1853,0.5231,-0.1853,2520
global route,2.780,-0.3509,0.5231,-0.3509,2520
detailed placement,2.983,-1.172,0.4779,-0.9858,2302
## layout make-up
cell class,instances,area share
inverter,11,0.01887
multi-input combinational,202,0.5983
tap,67,0.03327
timing repair buffer,110,0.3496
## how the worst max path moves through the flow
stage / start / to / slack, ns / cells past startpoint
after CTS: B[2] / CF / -0.15 / 19
after global routing: B[5] / CF / -0.35 / 22
final: B[5] / CF / -0.19 / 22
## power by group through the flow
stage	clock network, mW	logic [mW]	registers [mW]
after CTS	0	0.340	0
after global routing	0	0.381	0
final	0	0.350	0
## cells by family after synthesis
kind of cell,synth area share
compound gates,0.4656
xor+xnor,0.02240
fa+ha+maj,0.03040
buf+inv,0.1176
mux,0.04720
simple gates,0.3168
## cell usage after synthesis (all sizes together), types with 2 or more instances
| library cell | number | area (sq um) |
|---|---|---|
| a211oi | 5 | 60.05 |
| a21boi | 2 | 15.01 |
| a21o | 2 | 16.27 |
| a21oi | 28 | 143.9 |
| a221oi | 4 | 35.03 |
| a22oi | 4 | 30.03 |
| a31oi | 2 | 12.51 |
| and2 | 4 | 27.53 |
| and3 | 3 | 25.03 |
| and4 | 2 | 18.77 |
| buf | 15 | 101.3 |
| clkbuf | 11 | 41.29 |
| ha | 3 | 37.54 |
| inv | 10 | 37.53 |
| mux2 | 3 | 33.78 |
| mux2i | 4 | 40.04 |
| nand2 | 11 | 41.29 |
| nand2b | 2 | 12.51 |
| nand3 | 10 | 50.05 |
| nand3b | 3 | 22.52 |
| nand4 | 3 | 25.02 |
| nor2 | 25 | 93.84 |
| nor2b | 2 | 12.51 |
| nor3 | 7 | 40.04 |
| nor4 | 5 | 52.55 |
| o211a | 2 | 20.02 |
| o211ai | 3 | 22.52 |
| o21a | 3 | 23.77 |
| o21ai | 21 | 108.9 |
| o21bai | 2 | 15.01 |
| o22a | 5 | 43.79 |
| o22ai | 3 | 31.28 |
| o31ai | 2 | 15.01 |
| or2 | 2 | 12.52 |
| or3b | 2 | 17.52 |
| xnor2 | 4 | 35.03 |
## repair_timing
action | 4_1_cts | 5_1_grt
endpoints found under the setup margin | 2 | 2
gates resized | 43 | 8
hold buffers | 0 | 0
pin swaps | 19 | 6
buffers inserted | 16 | 1
cloned | 0 | 1
Power figures rest on the tool's default switching activity, not on a simulated workload.

<file path="/design/flow/run.sh">
#!/bin/bash
# OpenROAD 26Q1-2900-gdf79404cd8, Yosys 0.63+post, stock flow scripts
make -C /OpenROAD-flow-scripts/flow DESIGN_CONFIG=/design/flow/config.mk WORK_HOME=/design/flow/orfs finish
</file>
<file path="/design/flow/config.mk">
export PLATFORM = sky130hd
export DESIGN_NAME = temp_top
export DESIGN_NICKNAME = temp_top
export VERILOG_FILES = /design/flow/design.v
export SDC_FILE = /design/flow/constraint.sdc
export NUM_CORES = 4
export LEC_CHECK = 1
export CORE_AREA = 10 10 97 97
export DIE_AREA = 0 0 107 107
</file>
<file path="/design/flow/constraint.sdc">
current_design temp_top

set clk_period 1.1
set clk_io_pct 0.2

create_clock -name clk0 -period $clk_period [get_ports {clk}]

set non_clock_inputs [all_inputs -no_clocks]
set_input_delay [expr $clk_period * $clk_io_pct] -clock clk0 $non_clock_inputs
set_output_delay [expr $clk_period * $clk_io_pct] -clock clk0 [all_outputs]
</file>
<file path="/design/flow/design.v">
module temp_controller
(
    input wire clk, reset, start,
    input wire [6:0] troom, tref, dt,
    input wire [3:0] datapath_out,
    output reg h,
    output reg c,
    output wire [6:0] datapath_in1, datapath_in2, datapath_in3 
);
reg [3:0] pstate, nstate;
parameter [3:0] IDLE            = 4'b0000,
                HEAT            = 4'b0001,
                COOL            = 4'b0010,
                ERROR           = 4'b0101;
always @(posedge clk, posedge reset)
begin : PSR
    if(reset)
    begin
        pstate <= IDLE;
    end
    else
    begin
        pstate <= nstate;
    end
end
always@(*)
begin: NSOL
    if(pstate==IDLE)
        $monitor("pstate = IDLE -> clk = %b, reset = %b, start = %b, troom = %d, tref = %d dt = %d, dout = %b h = %b c = %b\n************************************\n", clk, reset, start, troom, tref, dt, datapath_out, h, c);
    else if(pstate==HEAT)
        $monitor("pstate = HEAT -> clk = %b, reset = %b, start = %b, troom = %d, tref = %d dt = %d, dout = %b h = %b c = %b\n************************************\n", clk, reset, start, troom, tref, dt, datapath_out, h, c);
    else if(pstate==COOL)
        $monitor("pstate = COOL -> clk = %b, reset = %b, start = %b, troom = %d, tref = %d dt = %d, dout = %b h = %b c = %b\n************************************\n", clk, reset, start, troom, tref, dt, datapath_out, h, c);
    nstate = pstate;
   begin: NSL
        case(pstate)
            IDLE: 
                begin
                    if(start)
                    begin
                        nstate = (datapath_out[0]) ? 
                                                HEAT 
                                                : (datapath_out[1]) ?
                                                    COOL
                                                    :IDLE;
                    end
                end
            HEAT:
                begin
                        nstate = (datapath_out[2]) ? 
                                                IDLE 
                                                :HEAT;
                end
            COOL:
                begin
                        nstate = (datapath_out[3]) ? 
                                                IDLE 
                                                :COOL;
                end
            default: nstate = ERROR;
        endcase
    end
    begin: OL
        case(pstate)
            IDLE: 
                begin
                    h = 1'b0;
                    c = 1'b0;
                end
            HEAT: 
                begin
                    h = 1'b1;
                    c = 1'b0;
                end
            COOL: 
                begin
                    h = 1'b0;
                    c = 1'b1;
                end
            default: nstate = ERROR;
        endcase
    end
end
assign datapath_in1 = troom;
assign datapath_in2 = tref;
assign datapath_in3 = dt;
endmodule
module temp_datapath
(
    input wire [6:0] datapath_in1, datapath_in2, datapath_in3, 
    output wire [3:0] datapath_out
);
assign datapath_out[0] = datapath_in1 < datapath_in2 - datapath_in3;
assign datapath_out[1] = datapath_in1 > datapath_in2 + datapath_in3;
assign datapath_out[2] = datapath_in1 > datapath_in2;
assign datapath_out[3] = datapath_in1 < datapath_in2;
endmodule
module temp_top
(
    input wire clk, reset, start,
    input wire [6:0] troom, tref, dt,
    output wire h,
    output wire c
);
wire [3:0] datapath_out;
wire [6:0] datapath_in1, datapath_in2, datapath_in3;
temp_controller controller1
(
    .clk(clk), 
    .reset(reset), 
    .start(start),
    .troom(troom), 
    .tref(tref), 
    .dt(dt),
    .h(h),
    .c(c),
    .datapath_in1(datapath_in1), 
    .datapath_in2(datapath_in2), 
    .datapath_in3(datapath_in3), 
    .datapath_out(datapath_out)
);
temp_datapath datapath1
(
    .datapath_in1(datapath_in1), 
    .datapath_in2(datapath_in2), 
    .datapath_in3(datapath_in3), 
    .datapath_out(datapath_out)
);
endmodule
</file>
==> node_exporter_impl.prom <==
# HELP chip_impl_metric Synthesis and place-and-route metrics
# TYPE chip_impl_metric gauge
chip_impl_metric{name="yosysChipArea",unit="mm2"} 0.00115
chip_impl_info{name="post_synth_main_logic_family",value="adder cells"} 1
chip_impl_metric{name="layout_setup_ws",unit="ps"} -1470
chip_impl_metric{name="cts_max_level",unit=""} 1
chip_impl_metric{name="drive_above_1_share",unit="%"} 31.2
chip_impl_metric{name="floorplan.core_util",unit="%"} 15.7
chip_impl_metric{name="critPathMaxFanout",unit=""} 3
chip_impl_info{name="most_utilized_layer_in_the_global_route_result",value="met2"} 1
chip_impl_metric{name="max_freq",unit="MHz"} 389
chip_impl_metric{name="fp.dieArea",unit="mm2"} 0.0114
chip_impl_metric{name="die.size.x",unit="um"} 107
chip_impl_metric{name="global_route.overflow_total",unit=""} 0
chip_impl_metric{name="yosysWarnings",unit=""} 4
chip_impl_info{name="cell_types_with_the_largest_area_share_after_synthesis",value="ha_1 35%, inv_1 8.5%, xnor2_1 6.1%"} 1
chip_impl_metric{name="grt_pass1_wl",unit="um"} 5040
chip_impl_metric{name="clkSlewWorstSetupHoldPaths",unit="ps"} 30
chip_impl_metric{name="drt_pass1_iterations",unit=""} 4
chip_impl_info{name="grt_setup_unrepaired",value="true"} 1
chip_impl_metric{name="post_synth_and_or_nand_nor_area_fraction",unit="%"} 16.9
chip_impl_metric{name="maxCapViolations",unit=""} 0
chip_impl_metric{name="post_place_setup_slack",unit="ps"} -2100
chip_impl_metric{name="grt_util_met1",unit="%"} 5.65
chip_impl_metric{name="growth_of_design_area_from_synthesis_to_finish",unit="%"} 67.5
chip_impl_metric{name="finalInstanceArea",unit="mm2"} 0.00192
chip_impl_metric{name="postSynthRegisterBits",unit=""} 5
chip_impl_metric{name="yosys.area_share.aoi",unit="%"} 20.1
chip_impl_metric{name="max_transition_viols_final",unit=""} 0
chip_impl_metric{name="timing.hold.ws",unit="ps"} 172
chip_impl_info{name="type_of_the_most_critical_hold_path",value="in2async"} 1
chip_impl_metric{name="report.power.total",unit="W"} 0.00131
chip_impl_metric{name="core_region_area",unit="mm2"} 0.00729
chip_impl_metric{name="place_area",unit="mm2"} 0.00179
chip_impl_metric{name="unclocked_regs",unit=""} 2
chip_impl_info{name="kind_of_capture_point_of_the_worst_setup_path",value="register"} 1
chip_impl_metric{name="clock_insertion_delay_worst_skew",unit="ps"} 220
chip_impl_info{name="cp_cell_sequence",value="clkdlybuf4s50_1 -> inv_1 -> ha_4 -> inv_1 -> a21o_1 -> nor4b_4 -> a2111oi_2 -> ha_1 -> a21o_1 -> a21oi_2 -> and3b_2 -> nand3b_1 -> nand4b_1"} 1
chip_impl_metric{name="critPathMaxStageDelay",unit="ps"} 470
chip_impl_metric{name="synth.avg_cell_area",unit="um2"} 8.20
chip_impl_info{name="critPathKind",value="in2reg"} 1
chip_impl_metric{name="rows",unit=""} 31
chip_impl_metric{name="grt_pass1_vias",unit=""} 1227
chip_impl_info{name="netlist.top_cell.by_area",value="ha_1"} 1
chip_impl_metric{name="io_pins",unit=""} 26
chip_impl_info{name="cts_tree",value="yes"} 1
chip_impl_metric{name="worst-endpoint-arrival",unit="ps"} 2700
chip_impl_metric{name="number_of_antenna_violations_at_the_first_check_in_global_routing",unit=""} 1
chip_impl_metric{name="power.density_cell_area",unit="mW/mm2"} 679
chip_impl_metric{name="post_synth_num_cell_types",unit=""} 34
chip_impl_metric{name="syn-instance-count",unit=""} 140
chip_impl_info{name="status",value="complete, but fails checks"} 1
chip_impl_metric{name="count_of_input_and_output_buffers",unit=""} 25
chip_impl_metric{name="detailed_placement_hpwl",unit="um"} 2700
chip_impl_info{name="clockRootBuffer",value="clkbuf_8"} 1
chip_impl_metric{name="grt_usage",unit="%"} 5.19
chip_impl_metric{name="post_synth_mux_area_share",unit="%"} 0
chip_impl_metric{name="post-route-drc-count",unit=""} 0
chip_impl_metric{name="synth.yosys.num_cells",unit=""} 140
chip_impl_metric{name="ir_drop",unit="uV"} 228
chip_impl_info{name="violated_checks",value="negative setup slack"} 1
chip_impl_metric{name="post-synth-top-area-fraction",unit="%"} 34.9
chip_impl_metric{name="warning_count",unit=""} 34
chip_impl_metric{name="routabilityCongestion",unit=""} 0.829
chip_impl_metric{name="post-route-period-util",unit="%"} 234
chip_impl_info{name="crit_path_start_kind",value="input port"} 1
chip_impl_metric{name="unconstrained_endpoints",unit=""} 4
chip_impl_metric{name="timing.clock.skew",unit="ps"} 2.99
chip_impl_metric{name="synth-xor-area-share",unit="%"} 6.87
chip_impl_metric{name="count_of_hold_fix_buffers_inserted_at_cts",unit=""} 0
chip_impl_metric{name="power.leakage",unit="nW"} 0.908
chip_impl_metric{name="met3_usage",unit="%"} 1.52
chip_impl_metric{name="period_minus_slack",unit="ps"} 2570
chip_impl_info{name="crit_path_top_delay_cell",value="clkdlybuf4s50_1"} 1
chip_impl_metric{name="post_drt_wl_per_cell",unit="um"} 9.70
chip_impl_metric{name="use_met2",unit="%"} 9.96
chip_impl_metric{name="final-setup-viol-count",unit=""} 3
chip_impl_metric{name="vias",unit=""} 1180
chip_impl_metric{name="slew_headroom",unit="%"} 79.9
chip_impl_metric{name="drt-initial-drc-count",unit=""} 50
chip_impl_metric{name="post_synth_fa_ha_maj_area_fraction",unit="%"} 38.4
chip_impl_metric{name="post_synth_instance_area",unit="mm2"} 0.00115
chip_impl_metric{name="final_hold_viol_count",unit=""} 0
chip_impl_metric{name="pin_count_of_the_biggest_net_entering_global_routing",unit=""} 6
chip_impl_metric{name="avgViaCountPerCell",unit=""} 3.87
chip_impl_metric{name="wirelength",unit="um"} 2960
chip_impl_metric{name="die_height",unit="um"} 107
chip_impl_metric{name="route.antenna.remaining_nets",unit=""} 0
chip_impl_metric{name="required",unit="ps"} 1230
chip_impl_metric{name="cp_num_buf_inv",unit=""} 3
chip_impl_metric{name="cts-root-to-sink-buffers",unit=""} 2
chip_impl_info{name="critPathTopFamily",value="AND-OR/OR-AND gates"} 1
chip_impl_metric{name="tritoncts.num_buffers",unit=""} 3
chip_impl_metric{name="worst-slew-pin-transition",unit="ps"} 299
==> worst paths after layout <==
check | startpoint | end | slack (ps) | cells past startpoint
max reg2reg | controller1.pstate[0]$_DFF_PP1_ | controller1.pstate[1]$_DFF_PP0_ | 150 | 2
min | reset | controller1.pstate[2]$_DFF_PP0_ | 170 | 2
max in group asynchronous | reset | controller1.pstate[0]$_DFF_PP1_ | 720 | 2
min in group clk0 | controller1.pstate[0]$_DFF_PP1_ | controller1.pstate[0]$_DFF_PP1_ | 550 | 2
max | dt[3] | controller1.pstate[0]$_DFF_PP1_ | -1470 | 13
min reg2reg | controller1.pstate[0]$_DFF_PP1_ | controller1.pstate[0]$_DFF_PP1_ | 550 | 2
==> kinds of logic (layout without fill, tap and decap cells) <==
| family | after synthesis | after routing |
|---|---|---|
| AND/OR/NAND/NOR | 31 | 31 |
| flip-flops | 3 | 3 |
| AND-OR/OR-AND | 35 | 35 |
| adder cells (fa/ha/maj) | 34 | 34 |
| latches | 2 | 2 |
| XOR/XNOR | 9 | 9 |
| buffers and inverters | 26 | 91 |
| other | 0 | 1 |
==> where the power goes <==
| part | switching [W] | internal (W) | total (W) |
|---|---|---|---|
| clock | 0.0000746 | 0.000247 | 0.000322 |
| sequential | 0 | 0.000111 | 0.000111 |
| combinational | 0.000390 | 0.000483 | 0.000872 |
==> layout by cell type (no fill, tap or decap), types with 2 or more instances in the layout <==
master,count
buf_4,34
ha_1,28
inv_1,22
clkdlybuf4s50_1,19
a21oi_1,10
nand2_1,8
xnor2_1,8
o21ai_0,6
a21o_1,4
a21oi_2,4
ha_4,4
inv_2,3
nor2_1,3
o21bai_1,3
nand3b_1,3
nand4_1,3
clkbuf_8,3
nand2b_1,2
nand3_1,2
nor3b_1,2
dlxtn_1,2
dfrtp_1,2
clkbuf_2,2
dlygate4sd2_1,2
buf_6,2
==> layout make-up <==
type                    count  area, um2
diodes                      1       2.50
flip-flops and latches      5        106
multi-input cells         109       1020
inverters                  26        105
fillers                   789       5370
clock buffers               4       45.0
well taps                  99        124
repair buffers             61        515
==> Yosys cell counts <==
cell type / instances
nor3b_1: 2
o211ai_1: 1
nor4b_4: 1
a2111oi_2: 1
dfstp_2: 1
dfrtp_1: 2
o31ai_1: 1
and3_1: 1
ha_1: 32
fa_1: 2
a21o_1: 4
dlxtn_1: 2
nor2_1: 3
nand3b_1: 3
o21ai_2: 1
a21oi_2: 2
a32o_1: 1
xnor2_1: 8
nand3_1: 2
nand4b_1: 1
xor2_1: 1
nor3_1: 1
a221o_1: 1
inv_1: 26
nor2b_1: 2
and3b_1: 1
a21oi_1: 13
and4_1: 1
nand2_1: 8
o21bai_1: 3
nand4_1: 3
o21ai_0: 6
nand2b_1: 2
o22ai_1: 1
==> through the flow <==
stage	util (%)	cells	setup TNS, ps
2_1_floorplan	-	140	-3900
3_3_place_gp	24.6	297	-6320
3_5_place_dp	24.6	297	-6270
4_1_cts	25.5	302	-4490
5_1_grt	26.4	305	-4750
6_report	26.4	305	-4330
==> sequential cells by signal, summed over array words and instances (netlist names) <==
name / cells
controller1.pstate: 3
controller1.c: 1
controller1.h: 1
==> per-layer routing <==
metal  vias to the layer above  part of all wire, %  routed length [um]
met5                         -                    0                   0
met3                         4                  5.5                 163
li1                        622                    -                   -
met4                         0                 0.78                  23
met1                       541                   42                1230
met2                        13                   52                1540
==> worst reg2reg max path, cell delays in order (launching register included) <==
cell	delay, ps
dfstp_2	560
nand2_1	70
o31ai_2	230
==> repair_timing <==
action | 4_1_cts | 5_1_grt
endpoints found under the setup margin | 3 | 3
pin swaps | 13 | 22
gates resized | 16 | 17
setup buffers | 1 | 2
gates cloned | 0 | 0
endpoints found under the hold margin | 0 | 0
No activity file was given, so power comes from the tool's default toggle rates.
